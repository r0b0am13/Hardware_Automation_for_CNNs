==> flow/design.v <==
`timescale 1ns / 1ps
module image_buffer #(KERNEL_SIZE=3,DATA_SIZE = 8,ROW_SIZE = 28)(clock, pixel_data_in,convol_out,out_valid,data_in_valid);
localparam counter_size = $clog2(ROW_SIZE*(KERNEL_SIZE-1)+KERNEL_SIZE+1);
input clock,data_in_valid;
input [DATA_SIZE-1:0] pixel_data_in;
output wire [KERNEL_SIZE*KERNEL_SIZE*DATA_SIZE-1:0] convol_out;
output reg out_valid;
wire [DATA_SIZE-1:0] lb_out [0:KERNEL_SIZE-2];
wire [KERNEL_SIZE*DATA_SIZE-1:0] conv_out [0:KERNEL_SIZE-1];
reg [counter_size-1:0] counter = 0;
genvar i;
generate
    for(i=0;i<KERNEL_SIZE;i=i+1) begin
    if(i==0) begin
        line_buffer #(KERNEL_SIZE,DATA_SIZE,ROW_SIZE) lb (.clock(clock),.data_valid(data_in_valid),.pixel_in(pixel_data_in),.pixel_out(lb_out[i]),.conv_row_out(conv_out[i]));
        end
    else if(i==(KERNEL_SIZE-1)) begin
        line_buffer #(KERNEL_SIZE,DATA_SIZE,ROW_SIZE) lb (.clock(clock),.data_valid(data_in_valid),.pixel_in(lb_out[i-1]),.pixel_out(),.conv_row_out(conv_out[i]));
        end
    else begin
        line_buffer #(KERNEL_SIZE,DATA_SIZE,ROW_SIZE) lb (.clock(clock),.data_valid(data_in_valid),.pixel_in(lb_out[i-1]),.pixel_out(lb_out[i]),.conv_row_out(conv_out[i]));
        end
    end
    for(i=0;i<KERNEL_SIZE;i=i+1) begin
        assign convol_out[(i+1)*DATA_SIZE*KERNEL_SIZE-1:i*DATA_SIZE*KERNEL_SIZE] = conv_out[KERNEL_SIZE-i-1];
    end
endgenerate
always @(posedge clock) begin
    if (!data_in_valid) begin
        counter <= 0;
        out_valid <=0;
        end
    else begin 
        if (counter == ROW_SIZE*(KERNEL_SIZE-1)+KERNEL_SIZE - 1)
            out_valid <=1;
        else
            counter <= counter + 1;
    end
end
endmodule
`timescale 1ns / 1ps
module line_buffer#(KERNEL_SIZE = 3,DATA_SIZE = 8,ROW_SIZE = 28)(clock,data_valid,pixel_in,pixel_out,conv_row_out);
input clock,data_valid;
input [DATA_SIZE-1:0] pixel_in;
output [DATA_SIZE-1:0] pixel_out;
output [KERNEL_SIZE*DATA_SIZE-1:0] conv_row_out;
wire [DATA_SIZE-1:0] wiring [0:ROW_SIZE-2];
genvar i;
generate 
for(i=0;i<ROW_SIZE;i=i+1) begin
    if(i==0) begin
        pixel_buffer #(DATA_SIZE) pb (.clock(clock),.data_valid(data_valid),.pixel_in_data(pixel_in),.pixel_out_data(wiring[i]));
        end
    else if(i==ROW_SIZE-1) begin
        pixel_buffer #(DATA_SIZE) pb (.clock(clock),.data_valid(data_valid),.pixel_in_data(wiring[i-1]),.pixel_out_data(pixel_out));
        end
    else
        pixel_buffer #(DATA_SIZE) pb (.clock(clock),.data_valid(data_valid),.pixel_in_data(wiring[i-1]),.pixel_out_data(wiring[i]));
    end
for(i=0; i<KERNEL_SIZE;i = i+1) begin
    assign conv_row_out[(i+1)*DATA_SIZE-1:i*DATA_SIZE] = wiring[KERNEL_SIZE-i-1];
end
endgenerate
endmodule
`timescale 1ns / 1ps
module pixel_buffer #(DATA_SIZE = 8)(clock, data_valid, pixel_in_data, pixel_out_data);
input clock,data_valid;
input [DATA_SIZE-1:0] pixel_in_data;
output reg [DATA_SIZE-1:0] pixel_out_data;
always @(posedge clock) 
    if(data_valid)
        pixel_out_data <= pixel_in_data;
endmodule
==> flow/run.sh <==
#!/bin/bash
# OpenROAD 26Q1-2900-gdf79404cd8, Yosys 0.63+post, stock flow scripts
make -C /OpenROAD-flow-scripts/flow DESIGN_CONFIG=/design/flow/config.mk WORK_HOME=/design/flow/orfs finish
==> flow/config.mk <==
export PLATFORM = sky130hd
export DESIGN_NAME = image_buffer
export DESIGN_NICKNAME = image_buffer
export VERILOG_FILES = /design/flow/design.v
export SDC_FILE = /design/flow/constraint.sdc
export NUM_CORES = 4
export LEC_CHECK = 1
export CORE_UTILIZATION = 40
==> flow/constraint.sdc <==
current_design image_buffer

set clk_period 2.2
set clk_io_pct 0.2

create_clock -name clk0 -period $clk_period [get_ports {clock}]

set non_clock_inputs [all_inputs -no_clocks]
set_input_delay [expr $clk_period * $clk_io_pct] -clock clk0 $non_clock_inputs
set_output_delay [expr $clk_period * $clk_io_pct] -clock clk0 [all_outputs]
==> results.sh <==
# physical design summary
export IMPL_clockBufferDepth=3
export IMPL_setup_viol=0
export IMPL_critPathMaxStageDelay_ps=490
export IMPL_synthCells=503
export IMPL_drive_gt1_frac=0.115
export IMPL_antenna_found_initial=0
export IMPL_hold_depth=1
export IMPL_numCtsBuffers=47
export IMPL_port_buffers=82
export IMPL_power_mw=18.7
export IMPL_synth_seq_share=0.989
export IMPL_cts_resized=0
export IMPL_timing_rr_end="counter[2]"
export IMPL_rows=69
export IMPL_wl_met3_mm=1.67
export IMPL_arrival_ps=1430
export IMPL_fmax_mhz=535
export IMPL_cp_slowest_cell="clkdlybuf4s50_1"
export IMPL_worstMarginPinSlew_ps=419
export IMPL_wl_met1_mm=7.16
export IMPL_cp_top_family="buffers and inverters"
export IMPL_cp_required_ps=1760
export IMPL_drt_pass1_iterations=4
export IMPL_ys_types=19
export IMPL_hold_class="in -> reg"
export IMPL_fillCellCount=2797
export IMPL_leakagePower_nw=5.87
export IMPL_warnings=26
export IMPL_r2r_start="counter[0]"
export IMPL_top_layer="met4"
export IMPL_coreArea_sq_um=35600
export IMPL_final_cell_mix="edfxtp_1, clkdlybuf4s50_1, clkbuf_16"
export IMPL_worstSetupPathDepth=1
export IMPL_grt_max_degree=89
export IMPL_dieArea_sq_um=37000
export IMPL_clockRootBuffer="clkbuf_16"
export IMPL_syn_area_per_cell_sq_um=28.8
export IMPL_finalCritPeriodShare=0.849
export IMPL_crit_type="reg -> out"
export IMPL_pin_count=83
export IMPL_cp_max_fo=2
export IMPL_cp_start_kind="register"
export IMPL_netlist_area_sq_um=14500
export IMPL_design_area_sq_um=17500
export IMPL_grt_pass1_vias=5322
export IMPL_vias_per_cell=4.49
export IMPL_worstPathCellList="clkdlybuf4s50_1"
export IMPL_cts_setup_buffers=0
export IMPL_grt_ovfl_total=0
export IMPL_r2r_slack_ps=920
export IMPL_fin_ws_ps=332
export IMPL_grt_usage=0.100
export IMPL_wl_per_cell_microns=14.0
export IMPL_grt_pass1_wl_mm=26.6
export IMPL_worstSetupEndpointType="output port"
export IMPL_wirelength_mm=15.9
export IMPL_clock_latency_ps=540
export IMPL_wl_met2_mm=6.50
export IMPL_die_w_microns=192
export IMPL_drc=0
export IMPL_rsz0062_at_grt="false"
export IMPL_skew_ps=11.4
export IMPL_antenna_diode_count=0
export IMPL_tns_ps=0
export IMPL_status="finished, final reports clean"
export IMPL_synth_flops=479
export IMPL_hold_viol_final=0
export IMPL_htreeDepth=2
export IMPL_holdCritStartpoint="data_in_valid"
export IMPL_ant_nets=0
export IMPL_holdBufCountCts=0
export IMPL_slew_viol_final=0
export IMPL_placed_area_sq_um=16000
export IMPL_ys_area_sq_um=14500
export IMPL_hpwl_mm=7.15
export IMPL_maxSlewHeadroom=0.720
export IMPL_die_height_microns=192
export IMPL_fp_util=0.407
export IMPL_drtIter0Drc=364
export IMPL_fin_cells=1140
export IMPL_area_growth_pct=20.9
export IMPL_yosysWarnings=3
export IMPL_lay_top_count="edfxtp_1"
export IMPL_ys_top_cells_by_area="edfxtp_1, dfxtp_1, ha_1"
export IMPL_p_per_area_nw_per_um2=1070
export IMPL_ys_cells=503
export IMPL_dp_cells=1056
export IMPL_crit_buf_inv=1
export IMPL_pre_cts_slack_ps=629
export IMPL_clkSinkCount=479
export IMPL_max_vdd_ir_drop_mv=0.899
export IMPL_top_area_cell="edfxtp_1"
export IMPL_fin_util=0.492
export IMPL_whs_ps=300
export IMPL_cts_tree="yes"
export IMPL_detailroute_via_count=5121
export IMPL_reg2reg_depth=5
export IMPL_place_gp_congestion=0.756
export IMPL_max_cap_violations=0
export IMPL_top_area_frac=0.979
export IMPL_clkTransAtPathRegs_ps=60
export IMPL_min_period_ps=1870
==> cell families (layout without fill, tap and decap cells) <==
| logic type | count (synthesis) | in the layout | synth area share |
|---|---|---|---|
| DFF | 479 | 479 | 0.989 |
| and+or+nand+nor | 12 | 12 | 0.00458 |
| AOI/OAI and AO/OA | 5 | 5 | 0.00233 |
| xor gates and xnor gates | 3 | 3 | 0.00182 |
| adders and majority gates | 2 | 2 | 0.00173 |
| muxes | 1 | 1 | 0.000691 |
| buffers and inverters | 1 | 177 | 0.000259 |
==> Yosys cell counts (all sizes together) <==
library cell  instances
and3                  1
a21oi                 1
o41ai                 1
a21boi                1
dfxtp                 7
edfxtp              472
o21a                  1
ha                    2
nand3                 2
xnor2                 2
nand2                 4
nor3                  1
or3                   2
xor2                  1
o21ai                 1
and2                  2
mux2i                 1
inv                   1
==> power breakdown <==
group	switching, mW	internal [mW]	leakage (nW)
clock network	3.15	4.45	0.729
logic	0.176	0.163	0.462
registers	0.148	10.6	4.68
total	3.47	15.2	5.87
==> how the worst max path moves through the flow <==
| stage | to | startpoint | slack [ps] |
|---|---|---|---|
| global route | convol_out[30] | register | 280 |
| CTS | convol_out[41] | register | 280 |
| finish | convol_out[41] | register | 330 |
==> routing by layer <==
| layer | track usage | up-vias |
|---|---|---|
| met1 | 0.174 | 2536 |
| li1 | - | 2325 |
| met4 | 0.0306 | 0 |
| met5 | 0 | - |
| met3 | 0.0596 | 45 |
| met2 | 0.119 | 215 |
==> cell type report <==
type | count | area, sq um | share of cell area
Timing Repair Buffer | 92 | 976 | 0.0557
Clock inverter | 29 | 253 | 0.0144
Tap cell | 461 | 577 | 0.0329
Sequential cell | 479 | 14300 | 0.817
Multi-Input combinational cell | 23 | 161 | 0.00922
Inverter | 1 | 3.75 | 0.000214
Clock buffer | 55 | 1230 | 0.0701
No activity file was given, so power comes from the tool's default toggle rates.
